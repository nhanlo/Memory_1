==> ./design.v <==
`timescale 1ns / 1ps
module regfile(
input wire clk_i,
input wire rst_n_i,
input reg [4:0] rs1_addr_i,
input reg [4:0] rs2_addr_i,
input reg [4:0] rsd_addr_i,
input reg [31:0] rsd_i,
input reg rd_wren_i,
output reg [31:0] rs1_data_o,
output reg [31:0] rs2_data_o
    );
 reg [31:0] array [0:31];
 initial begin
  $readmemh("regfile.mem",array,0,31);
 end
 integer i;
 always @( posedge clk_i or negedge rst_n_i) begin
 if(!rst_n_i) begin
 for (i=0; i<32; i= i+1 )begin
 array[i] = 32'd0;
 end
 end
 else if(rd_wren_i) begin
  array[rsd_addr_i] <= rsd_i;
 end
 else begin
 rs1_data_o <= array[rs1_addr_i];
 rs2_data_o <= array[rs2_addr_i];
  end
 end
endmodule
==> ./run.sh <==
#!/bin/bash
# OpenROAD 26Q1-2900-gdf79404cd8, Yosys 0.63+post, stock flow scripts
make -C /OpenROAD-flow-scripts/flow DESIGN_CONFIG=/design/flow/config.mk WORK_HOME=/design/flow/orfs finish
==> ./config.mk <==
export PLATFORM = sky130hd
export DESIGN_NAME = regfile
export DESIGN_NICKNAME = regfile
export VERILOG_FILES = /design/flow/design.v
export SDC_FILE = /design/flow/constraint.sdc
export NUM_CORES = 4
export LEC_CHECK = 1
export CORE_UTILIZATION = 40
export SYNTH_HDL_FRONTEND = slang
==> ./constraint.sdc <==
current_design regfile

set clk_period 2.8
set clk_io_pct 0.2

create_clock -name clk0 -period $clk_period [get_ports {clk_i}]

set non_clock_inputs [all_inputs -no_clocks]
set_input_delay [expr $clk_period * $clk_io_pct] -clock clk0 $non_clock_inputs
set_output_delay [expr $clk_period * $clk_io_pct] -clock clk0 [all_outputs]
==> GITHUB_STEP_SUMMARY <==
## Synthesis and layout report

| Metric | Value |
|---|---|
| Gp weighted congestion | 0.880 |
| M1 WL | 81.0 mm |
| Dominant flop cell | dfrtp_1 |
| Pin count of the biggest net entering global routing | 117 |
| Buffers from clock root to sink, at most | 3 |
| Routed wire per std cell | 28.6 um |
| Buffers & Inverters on Critical Path | 1 |
| Late-Pin Clk Latency | 0.75 ns |
| # Post-CTS Setup Buffers | 0 |
| Routed Antenna Nets | 0 |
| Via Count | 40239 |
| Outcome | complete, no violations |
| DRC viols | 0 |
| Synth Cell Area | 0.0582 mm^2 |
| Minimum clock period after layout | ~2.5 ns |
| Drt first pass iters | 28 |
| Worst path depth | 1 |
| Peak supply drop | 0.611 mV |
| WL met2 | 90.1 mm |
| Top cells by count | dfrtp_1, mux2i_1, mux2_2 |
| Crit-path leading delay family | buffers and inverters |
| Chip area in the Yosys report | 0.0582 mm^2 |
| Top cells by area, synth | dfrtp_1, mux2_2, mux2i_1, edfxtp_1, a22oi_1 |
| Final Instance Area | 0.0674 mm^2 |
| Final std cells w/o fill | 6767 |
| CTS clk-pin slew, worst paths | about 0.070 ns |
| Max-slew violation total from the final report | 0 |
| Area grow syn2layout | 15.9% |
| First-pass GRT wire length | 284 mm |
| Setup violators final | 0 |
| Slew @ Worst Pin | between 0.7 and 0.8 ns |
| Pwr Total | 0.0453 W |
| Post-synth EDFFs | 64 |
| Chip area | ~0.15 mm^2 |
| Fp_density | 40.4% |
| Diode count | 0 |
| H-tree Lvls | 3 |
| PwrDens | 673 mW/mm^2 |
| Worst Path Required | between 2 and 2.5 ns |
| Hold wc startpoint | rs2_addr_i[1] |
| Reg2Reg Setup Slack | 1.08 ns |
| Die X | between 300 and 400 um |
| Seq/Total Area, Yosys | 47.4% |
| Inserted Clock Buffers | approximately 120 |
| Routed length on met3 | 15.0 mm |
| Number of buffers added on ports | between 100 and 150 |
| HPWL after DPL | ~120 mm |
| Seq cells post-synth | 1088 |
| Worst Clk Skew | 0.0318 ns |
| Reg-to-Reg End | rs2_data_o[7]$_DFFE_PP_ |
| Syn Inst Count | 4670 |
| All-Layer GR Usage | 27.5% |
| Async S/R FF share, synth | 94.1% |
| Worst Hold End | rs2_data_o[26]$_DFFE_PP_ |
| Post-place setup slack | -0.259 ns |
| Critical Path Fanout Max | 1 |
| Core Area | roughly 0.14 mm^2 |
| Slowest-stage cell, CP | clkdlybuf4s50_1 |
| R2R cell count | 5 |
| Final Core Density | 46.8% |
| Cells after DPL | 6548 |
| Yosys top cell by area | dfrtp_1 |
| Reg2reg start | array[775]$_DFFE_PN0P_ |
| CTS sink count | between 1000 and 1500 |
| CP arrival | 1.93 ns |
| RSZ-0062 raised after global routing | false |
| Initial antenna violation count | 4 |
| Final tally of hold violations | 0 |
| Area leader share | between 40 and 50% |
| Max transition margin | 47.6% |
| Yosys warns | 0 |
| Min-Delay Path Class | in -> reg |
| Top layer in use | met5 |
| Drt total wl | 194 mm |
| Share of layout cells above drive strength 1 | approximately a third |
| Log Warnings | 34 |
| Distinct cells, synth | 30 |
| CTS tree | built |
| Static Leak | 31.1 nW |
| Post-route setup slack | 0.313 ns |
| FP Rows | ~140 |
| Die Y | 383 um |
| CP Class | reg -> out |
| Max Cap Violations | 0 |
| Largest stage delay, worst path | 0.63 ns |
| Syn_area_per_cell | 12.5 um^2 |
| Routed vias/inst | 5.95 |
| Final Cycle Share | around 89% |
| Placed instance area | 0.0635 mm^2 |
| GRT overflow | 0 |
| F_max | approximately 400 MHz |
| Iteration-0 DRC Markers | 2786 |
| WHS Path Cells | 5 |
| Vias in the first global route | between 40000 and 50000 |
| CP Launch Type | flip-flop |
| Yosys Instances | 4670 |
| Crit. End Element | output pin |
| Crit-path cells | clkdlybuf4s50_1 |
| IO Pins | 114 |
| Root Driver | clkbuf_16 |
## worst max path at each step
stage | startpoint | endpoint
after global routing | rs2_data_o[19]$_DFFE_PP_ | rs2_data_o[19]
final | rs1_data_o[29]$_DFFE_PP_ | rs1_data_o[29]
after CTS | rs1_data_o[29]$_DFFE_PP_ | rs1_data_o[29]
## routing by layer
layer	vias to the layer above	track usage, %
li1	17549	-
met1	20926	38.4
met2	1364	42.4
met3	398	7.80
met4	2	8.85
met5	-	0
## per-stage QoR
step / TNS, ns / hold WS, ns
6_report: 0 / 0.448
5_1_grt: 0 / 0.448
4_1_cts: 0 / 0.404
3_5_place_dp: -3.85 / 0.501
3_3_place_gp: -3.46 / 0.489
2_1_floorplan: 0 / 0.264
## kinds of logic after synthesis
| family | after synthesis | share of synthesized area (%) |
|---|---|---|
| AND-OR/OR-AND | 576 | 6.75 |
| multiplexers | 2048 | 37.5 |
| buffers and inverters | 444 | 4.18 |
| flip-flops | 1088 | 47.4 |
| AND/OR/NAND/NOR | 514 | 4.25 |
## area by class of cell
class	instances	area [um^2]
clock buffers	190	3610
clock inverters	27	272
fillers	12692	76600
multi-input cells	3138	28300
flip-flops and latches	1088	27500
well taps	1903	2380
repair buffers	421	5290
## sequential cells by signal, indices dropped and copies added, names as in the netlist
| signal | cells |
|---|---|
| array | 1024 |
| rs1_data_o | 32 |
| rs2_data_o | 32 |
## power breakdown
part / total [W] / switching (W) / internal, W
clock network: 0.0157 / 0.00659 / 0.00912
logic: 0.00863 / 0.00398 / 0.00465
registers: 0.0210 / 0.00217 / 0.0188
total: 0.0453 / 0.0127 / 0.0326
## timing repair
item                                   in CTS  in global routing
hold buffers                                2                  0
endpoints found under the hold margin      31                  0
resized                                     0                  0
## cells in the final DEF (no fill, tap or decap), types with 2 or more instances in the layout
| cell | instances |
|---|---|
| a21oi_1 | 192 |
| a22o_1 | 128 |
| a22oi_1 | 192 |
| a31oi_1 | 64 |
| and2_4 | 2 |
| buf_12 | 146 |
| buf_4 | 161 |
| buf_8 | 3 |
| bufinv_16 | 4 |
| clkbuf_1 | 32 |
| clkbuf_16 | 117 |
| clkbuf_8 | 41 |
| clkdlybuf4s50_1 | 110 |
| clkinv_2 | 17 |
| clkinv_8 | 2 |
| dfrtp_1 | 1024 |
| edfxtp_1 | 64 |
| inv_6 | 3 |
| mux2_1 | 37 |
| mux2_2 | 987 |
| mux2i_1 | 1024 |
| nand2_1 | 193 |
| nand2_2 | 16 |
| nand2_4 | 2 |
| nand2b_2 | 4 |
| nand3_1 | 194 |
| nand3b_1 | 4 |
| nor2_4 | 18 |
| nor2b_4 | 4 |
| nor3_1 | 65 |
| nor3b_2 | 3 |
| or2_2 | 3 |
## tightest hold or removal path: stages
cell     delay, ns
buf_8         0.16
mux2i_1       0.15
nand2_1       0.06
a31oi_1       0.07
nand3_1       0.07
Power is estimated from default activity; no workload was simulated.
